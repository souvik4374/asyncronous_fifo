## config.mk

```make
export PLATFORM = sky130hd
export DESIGN_NAME = asynchronous_fifo
export DESIGN_NICKNAME = asynchronous_fifo
export VERILOG_FILES = /design/flow/design.v
export SDC_FILE = /design/flow/constraint.sdc
export NUM_CORES = 4
export LEC_CHECK = 1
export CORE_UTILIZATION = 40
```

## constraint.sdc

```tcl
current_design asynchronous_fifo

set clk_period 3.9
set clk_io_pct 0.2

create_clock -name clk0 -period $clk_period [get_ports {recv_clk}]
create_clock -name clk1 -period $clk_period [get_ports {trans_clk}]

set non_clock_inputs [all_inputs -no_clocks]
set_input_delay [expr $clk_period * $clk_io_pct] -clock clk0 $non_clock_inputs
set_output_delay [expr $clk_period * $clk_io_pct] -clock clk0 [all_outputs]
```

## run.sh

```bash
#!/bin/bash
# OpenROAD 26Q1-2900-gdf79404cd8, Yosys 0.63+post, stock flow scripts
make -C /OpenROAD-flow-scripts/flow DESIGN_CONFIG=/design/flow/config.mk WORK_HOME=/design/flow/orfs finish
```

## design.v

```verilog
module asynchronous_fifo(trans_clk,trans_rst,write_enable,recv_clk,recv_rst,read_enable,fifo_full,fifo_empty,trans_data,recv_data);
parameter address_bus_length = 4;
parameter data_bus_length = 8;
parameter fifo_depth = 2**address_bus_length;
input trans_clk,recv_clk,trans_rst,recv_rst;
input write_enable,read_enable;
input[data_bus_length-1:0] trans_data;
output[data_bus_length-1:0] recv_data;
output fifo_full,fifo_empty;
reg[data_bus_length-1:0] fifo[fifo_depth-1:0];
reg[address_bus_length:0] wptr,rptr;
wire[address_bus_length:0] wptr_trans_grey,rptr_recv_grey;
reg[address_bus_length:0] wptr_metarecv,rptr_metatrans;
reg[address_bus_length:0] wptr_recv_grey,rptr_trans_grey;
wire[address_bus_length:0] wptr_recv,rptr_trans;
always@(posedge trans_clk or negedge trans_rst)
begin
if(~trans_rst)
wptr <=  5'b00000;
else if((~fifo_full) & write_enable)
begin
fifo[wptr[address_bus_length-1:0]] <=  trans_data;
wptr <=  wptr+1;
end
end
assign  recv_data  = fifo[rptr[address_bus_length-1:0]];
always@(posedge recv_clk or negedge recv_rst)
begin
if(~recv_rst)
rptr <=  5'b00000;
else if((~fifo_empty) & read_enable)
rptr <=  rptr+1;
end
assign  wptr_trans_grey = wptr^(wptr>>1);
assign  rptr_recv_grey  = rptr^(rptr>>1);
always@(posedge trans_clk)
begin
if(~trans_rst)
begin
rptr_metatrans <=  5'b00000;
rptr_trans_grey <=  5'b00000;
end
else
begin
rptr_metatrans <=  rptr_recv_grey;
rptr_trans_grey <=  rptr_metatrans;
end
end
always@(posedge recv_clk)
begin
if(~recv_rst)
begin
wptr_metarecv <=  5'b00000;
wptr_recv_grey <=  5'b00000;
end
else
begin
wptr_metarecv <=  wptr_trans_grey;
wptr_recv_grey <=  wptr_metarecv;
end
end
assign  wptr_recv  = wptr_recv_grey^(wptr_recv_grey>>1)^(wptr_recv_grey>>2)^(wptr_recv_grey>>3);
assign  rptr_trans = rptr_trans_grey^(rptr_trans_grey>>1)^(rptr_trans_grey>>2)^(rptr_trans_grey>>3);
assign  fifo_full  = ((wptr[address_bus_length-1:0] == rptr_trans[address_bus_length-1:0]) && (wptr[address_bus_length] ^ rptr_trans[address_bus_length]));
assign  fifo_empty = ((rptr[address_bus_length-1:0] == wptr_recv[address_bus_length-1:0]) && (~(rptr[address_bus_length]^wptr_recv[address_bus_length])));
endmodule
```

==> impl_metrics.env <==
# source this file to load flow results
export IMPL_synthCells=413
export IMPL_ys_area_sq_um=6310
export IMPL_wirelength_um=13900
export IMPL_critPathCapture="recv_data[6]"
export IMPL_crit_fanout=8
export IMPL_grt_total_usage_pct=19.4
export IMPL_slew_violations=0
export IMPL_synthTopLogicFamily="AND-OR/OR-AND gates"
export IMPL_vias_per_cell=5.41
export IMPL_ir_drop_v=0.000407
export IMPL_cts_clk_slew_worst_paths_ns=0.05
export IMPL_worstMarginPinSlew_ns=0.710
export IMPL_final_hold_viol_count=0
export IMPL_drc=0
export IMPL_via_count=3706
export IMPL_critical_path_max_stage_delay_ns=0.47
export IMPL_hold_start="wptr_metarecv[3]$_SDFF_PN0_"
export IMPL_firstDrtPassIters=5
export IMPL_cts_hold_buf=0
export IMPL_ys_seq_share_pct=71.2
export IMPL_p_leak_nw=2.72
export IMPL_syn2layout_area_growth_pct=20.1
export IMPL_fp_utilization_pct=41.2
export IMPL_r2r_start="rptr_trans_grey[1]$_SDFF_PN0_"
export IMPL_synth_simple_gate_area_share_pct=7.79
export IMPL_status="complete, no violations"
export IMPL_power_density_nw_per_um2=770
export IMPL_fill_cells=1283
export IMPL_yosysCellCount=413
export IMPL_drt_iter0_markers=308
export IMPL_skew_ns=0.00516
export IMPL_dieHeight_um=128
export IMPL_grt_overflow_total=0
export IMPL_clock_sinks=158
export IMPL_cts_resized=0
export IMPL_async_flop_share_pct=6.33
export IMPL_cp_data_required_time_ns=3.12
export IMPL_globalplace_congestion=0.828
export IMPL_maxCapViolCount=0
export IMPL_ys_flop_type="edfxtp_1"
export IMPL_arrival_ns=2.84
export IMPL_crit_start="rptr[3]$_DFFE_PN0P_"
export IMPL_synth_flops=158
export IMPL_rows=45
export IMPL_post_dp_hpwl_um=8260
export IMPL_layout_top_cell="edfxtp_1"
export IMPL_ys_sh_mux_pct=0.694
export IMPL_die_x_um=128
export IMPL_netlist_area_sq_um=6310
export IMPL_setup_violations=0
export IMPL_postSynthAreaPerCell_sq_um=15.3
export IMPL_maxSlewHeadroom_pct=52.7
export IMPL_synthAoiAreaFrac_pct=11.5
export IMPL_dieArea_sq_um=16300
export IMPL_cp_end_kind="output port"
export IMPL_wire_per_inst_um=20.2
export IMPL_cts_tree="built"
export IMPL_antenna_found_initial=0
export IMPL_portBuffers=22
export IMPL_ys_sh_adder_pct=3.57
export IMPL_grt_pass1_wl_um=21600
export IMPL_grt_pass1_vias=3846
export IMPL_reg2reg_depth=6
export IMPL_rsz0062_at_grt="no"
export IMPL_rr_endpoint="wptr[1]$_DFFE_PN0P_"
export IMPL_io_pins=24
export IMPL_start_kind="register"
export IMPL_crit_slowest_cell="dfrtp_1"
export IMPL_coreArea_sq_um=15300
export IMPL_cts_setup_buffers=0
export IMPL_fin_setup_tns_ns=0
export IMPL_xor_share_pct=2.87
export IMPL_antennaDiodeCount=0
export IMPL_ys_warn_count=2
export IMPL_crit_type="reg2out"
export IMPL_r2r_slack_ns=1.72
export IMPL_warnings=38
export IMPL_drive_above_1_share_pct=13.5
export IMPL_final_layout_top_logic_cells="128 x edfxtp_1, 26 x buf_4, 25 x a22o_1"
export IMPL_grt_max_degree=28
export IMPL_dpl_cell_count=650
export IMPL_edf_count=128
export IMPL_fin_cells=685
export IMPL_crit_chain="inv_1, ha_1, or3_1, o32a_1, a21oi_2, buf_4, mux2_2, clkdlybuf4s50_1"
export IMPL_postRouteAntennaNets=0
export IMPL_yosysUniqueCellTypes=48
export IMPL_worstHoldPathType="reg2reg"
layout make-up:
class,instances,area [sq um],share of cell area [%]
clock inverters,12,170,2.25
inverters,14,52.6,0.693
multi-input cells,219,1670,22.0
clock buffers,23,512,6.75
repair buffers,48,415,5.48
flip-flops and latches,158,4490,59.3
well taps,211,264,3.48
critical path: cells and delay by family (launching register included):
| family | cells | cell delay (ns) |
|---|---|---|
| mux | 1 | 0.36 |
| simple gates | 1 | 0.45 |
| fa+ha+maj | 1 | 0.31 |
| flops | 1 | 0.47 |
| buf+inv | 3 | 0.71 |
| compound gates | 2 | 0.29 |
worst min path at each step:
| stage | to | slack (ns) | cells after the start |
|---|---|---|---|
| global route | rptr_trans_grey[0]$_SDFF_PN0_ | 0.45 | 1 |
| CTS | wptr_recv_grey[3]$_SDFF_PN0_ | 0.43 | 1 |
| finish | wptr_recv_grey[3]$_SDFF_PN0_ | 0.43 | 1 |
power by group:
group          total [W]  leakage [nW]  switching (W)  internal (W)
Clock            0.00185         0.337       0.000647       0.00120
Combinational    0.00182         0.946       0.000978      0.000846
Sequential       0.00217          1.44       0.000153       0.00201
Total            0.00584          2.72        0.00178       0.00406
cell families after synthesis:
kind of cell             Yosys count
AND-OR/OR-AND                     89
XOR/XNOR                          19
adder cells (fa/ha/maj)           18
buffers and inverters             36
flip-flops                       158
multiplexers                       4
AND/OR/NAND/NOR                   89
layer usage:
layer | vias to the layer above | GRT usage (%) | part of all wire (%)
li1 | 1716 | - | -
met1 | 1777 | 26.8 | 39
met2 | 195 | 27.3 | 45
met3 | 18 | 12.9 | 14
met4 | 0 | 3.18 | 2.0
met5 | - | 1.55 | 0
sequential cells by signal, summed over array words and instances (netlist names):
register / cells
wptr_metarecv: 5
rptr: 5
fifo: 128
wptr: 5
rptr_metatrans: 5
wptr_recv_grey: 5
rptr_trans_grey: 5
cell usage after synthesis (all sizes together) (2+ instances only):
| cell type | instances | share of area, % |
|---|---|---|
| dfrtp | 10 | 4.0 |
| nor2 | 5 | 0.30 |
| inv | 14 | 0.83 |
| a22oi | 23 | 2.8 |
| and2 | 21 | 2.1 |
| xnor2 | 11 | 1.5 |
| o21ai | 6 | 0.54 |
| buf | 4 | 0.42 |
| xor2 | 7 | 0.97 |
| mux2 | 3 | 0.54 |
| nand2b | 2 | 0.20 |
| ha | 18 | 3.6 |
| clkbuf | 18 | 1.1 |
| dfxtp | 20 | 6.3 |
| nand3 | 4 | 0.32 |
| a222oi | 16 | 2.5 |
| nor2b | 4 | 0.40 |
| nand4 | 4 | 0.40 |
| a22o | 25 | 3.5 |
| nor4bb | 2 | 0.32 |
| nor3 | 16 | 1.3 |
| or3 | 3 | 0.30 |
| edfxtp | 128 | 61 |
| o2111ai | 3 | 0.42 |
| a21oi | 7 | 0.61 |
| nand4b | 2 | 0.38 |
| nand2 | 22 | 1.3 |
per-stage QoR:
stage	setup WS, ns	utilization (%)	total power [W]	instance area (sq um)	hold slack, ns
after floorplan	1.12	-	0.00327	6310	0.412
after global routing	0.0958	49.5	0.00616	7580	0.455
after CTS	0.282	49.5	0.00588	7580	0.432
after global placement	0.583	45.0	0.00401	6900	0.420
final	0.284	49.5	0.00584	7580	0.431
after detailed placement	0.537	45.0	0.00401	6900	0.418
Power and IR drop assume default switching activity.
